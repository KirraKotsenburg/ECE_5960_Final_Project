==> /design/flow/design.v <==
`timescale 1ps/1ps
module LDalu (
  input logic op,
  input logic[11:0] A, B,
  output logic[11:0] R 
);
logic[11:0] R_add, R_double;
pointAdd ADD(.X0(A[3:0]), .Y0(A[7:4]), .Z0(A[11:8]), .X1(B[3:0]), .Y1(B[7:4]), .Z1(B[11:8]), .X2(R_add[3:0]), .Y2(R_add[7:4]), .Z2(R_add[11:8]));
pointDouble DOUBLE(.X1(A[3:0]), .Y1(A[7:4]), .Z1(A[11:8]), .X2(R_double[3:0]), .Y2(R_double[7:4]), .Z2(R_double[11:8]));
assign R = op ? R_double : R_add;
endmodule
`timescale 1ps/1ps
module MMult (
  input logic [3:0] A, B,
  output logic [3:0] Z
);
  logic [6:0] S;
always_comb begin : Multiplier
  S[0] = A[0] & B[0];
	S[1] = (A[1] & B[0]) ^ (A[0] & B[1]);
	S[2] = (A[2] & B[0]) ^ (A[1] & B[1]) ^ (A[0] & B[2]);
	S[3] = (A[3] & B[0]) ^ (A[2] & B[1]) ^ (A[1] & B[2]) ^ (A[0] & B[3]);
	S[4] = (A[3] & B[1]) ^ (A[2] & B[2]) ^ (A[1] & B[3]);
	S[5] = (A[3] & B[2]) ^ (A[2] & B[3]);
  S[6] = A[3] & B[3];
  Z[0] = S[0] ^ S[4];
  Z[1] = S[1] ^ S[4] ^ S[5];
  Z[2] = S[2] ^ S[5] ^ S[6];
  Z[3] = S[3] ^ S[6];
end
endmodule
`timescale 1ps/1ps
module SQR (
  input logic[3:0] A,
  output logic[3:0] Z
);
  MMult Mult(.A(A), .B(A), .Z(Z));
endmodule
module fourbit_ADD(
    input [3:0] A,
    input [3:0] B,
    output reg [3:0] Z
);
always@(*) begin
	Z[0] = A[0] ^ B[0];
	Z[1] = A[1] ^ B[1];
	Z[2] = A[2] ^ B[2];
    Z[3] = A[3] ^ B[3];
end
endmodule
`timescale 1ps/1ps
module pointAdd (
  input logic[3:0] X0,
  input logic[3:0] Y0,
  input logic[3:0] Z0,
  input logic[3:0] X1,
  input logic[3:0] Y1,
  input logic[3:0] Z1,
  output logic[3:0] X2,
  output logic[3:0] Y2,
  output logic[3:0] Z2
);
  logic[3:0] a, b;
  assign a = 4'b0100;
  assign b = 4'b0001;  
  logic [3:0] A0, a0, A1, a1, B0, B1, C, c0, ch, D, E, F, G, g0, g1, g2, g3, H, I, i0, i1, i2, J, j0, y0, y1;
  logic [3:0] X_out, Y_out, Z_out;
  SQR SQR1(.A(Z0), .Z(a0));
  MMult MULT1(.A(Y1), .B(a0), .Z(A0));  
  SQR SQR2(.A(Z1), .Z(a1));
  MMult MULT2(.A(Y0), .B(a1), .Z(A1));  
  MMult MULT3(.A(X1), .B(Z0), .Z(B0));  
  MMult MULT4(.A(X0), .B(Z1), .Z(B1));  
  fourbit_ADD ADD1(.A(A0), .B(A1), .Z(C));  
  fourbit_ADD ADD2(.A(B0), .B(B1), .Z(D));  
  MMult MULT5(.A(Z0), .B(Z1), .Z(E));  
  MMult MULT6(.A(D), .B(E), .Z(F));  
  SQR SQR3(.A(F), .Z(Z_out));  
  SQR SQR4(.A(D), .Z(g0));  
  SQR SQR5(.A(E), .Z(g1));  
  MMult MULT7(.A(a), .B(g1), .Z(g2));  
  fourbit_ADD ADD3(.A(F), .B(g2), .Z(g3));  
  MMult MULT8(.A(g0), .B(g3), .Z(G));  
  MMult MULT9(.A(C), .B(F), .Z(H));  
  SQR SQR6(.A(C), .Z(c0));  
  fourbit_ADD ADD4(.A(c0), .B(H), .Z(ch));  
  fourbit_ADD ADD5(.A(ch), .B(G), .Z(X_out));  
  SQR SQR7(.A(D), .Z(i0));  
  MMult MULT10(.A(i0), .B(B0), .Z(i1));  
  MMult MULT11(.A(i1), .B(E), .Z(i2));  
  fourbit_ADD ADD6(.A(i2), .B(X_out), .Z(I));  
  MMult MULT12(.A(i0), .B(A0), .Z(j0));  
  fourbit_ADD ADD7(.A(j0), .B(X_out), .Z(J));  
  MMult MULT13(.A(H), .B(I), .Z(y0));  
  MMult MULT14(.A(Z_out), .B(J), .Z(y1));  
  fourbit_ADD ADD8(.A(y0), .B(y1), .Z(Y_out));  
  always_comb begin
    X2 = X_out;
    Y2 = Y_out;
    Z2 = Z_out;
    if (Z0 == 0) begin  
      X2 = X1;
      Y2 = Y1;
      Z2 = Z1;
    end
    if (Z1 == 0) begin  
      X2 = X0;
      Y2 = Y0;
      Z2 = Z0;
    end
  end
endmodule
`timescale 1ps/1ps
module pointDouble(
  input logic [3:0] X1,
  input logic [3:0] Y1,
  input logic [3:0] Z1,
  output logic [3:0] X2,
  output logic [3:0] Y2,
  output logic [3:0] Z2
);
  logic[3:0]a, b;
  assign a = 4'b0100;
  assign b = 4'b0001;
  logic[3:0] Z1sqr, X1sqr, Y1sqr, Z1quad, X1quad, bZ1quad, aZ2, aZ2Y2, Y2paren, scndhalf, frsthalf, aZ2Y1sqr;
  logic[3:0] X_out, Y_out, Z_out;
  SQR SQR1(.A(Z1), .Z(Z1sqr));  
  SQR SQR2(.A(X1), .Z(X1sqr));  
  MMult MULT1(.A(Z1sqr), .B(X1sqr), .Z(Z_out));  
  SQR SQR3(.A(Z1sqr), .Z(Z1quad));  
  SQR SQR4(.A(X1sqr), .Z(X1quad));  
  MMult MULT2(.A(b), .B(Z1quad), .Z(bZ1quad));  
  fourbit_ADD ADD1(.A(X1quad), .B(bZ1quad), .Z(X_out));  
  SQR SQR5(.A(Y1), .Z(Y1sqr));  
  MMult MULT3(.A(a), .B(Z_out), .Z(aZ2));  
  fourbit_ADD ADD2(.A(aZ2), .B(Y1sqr), .Z(aZ2Y1sqr));  
  fourbit_ADD ADD3(.A(aZ2Y1sqr), .B(bZ1quad), .Z(Y2paren));  
  MMult MULT4(.A(X_out), .B(Y2paren), .Z(scndhalf));  
  MMult MULT5(.A(bZ1quad), .B(Z_out), .Z(frsthalf));  
  fourbit_ADD ADD4(.A(frsthalf), .B(scndhalf), .Z(Y_out));  
  always_comb begin
    X2 = X_out;
    Y2 = Y_out;
    Z2 = Z_out;
    if (Z1 == 0) begin  
      X2 = X1;
      Y2 = Y1;
      Z2 = Z1;
    end
  end
endmodule
==> /design/flow/run.sh <==
#!/bin/bash
# OpenROAD 26Q1-2900-gdf79404cd8, Yosys 0.63+post, stock flow scripts
make -C /OpenROAD-flow-scripts/flow DESIGN_CONFIG=/design/flow/config.mk WORK_HOME=/design/flow/orfs finish
==> /design/flow/config.mk <==
export PLATFORM = sky130hd
export DESIGN_NAME = LDalu
export DESIGN_NICKNAME = LDalu
export VERILOG_FILES = /design/flow/design.v
export SDC_FILE = /design/flow/constraint.sdc
export NUM_CORES = 4
export LEC_CHECK = 1
export CORE_UTILIZATION = 40
==> /design/flow/constraint.sdc <==
current_design LDalu

set clk_period 18.8
set clk_io_pct 0.2

create_clock -name clk0 -period $clk_period

set non_clock_inputs [all_inputs -no_clocks]
set_input_delay [expr $clk_period * $clk_io_pct] -clock clk0 $non_clock_inputs
set_output_delay [expr $clk_period * $clk_io_pct] -clock clk0 [all_outputs]
==> qor.txt <==
outcome = completed
pins over their slew limit = 0
Seq. cell area = 0 µm²
hold_ws = 8.737 ns
Cells after Synth = 842
top-count cell post-synth = nand2_1
Hold EP = R[8]
global-route wire length before repair = 28.09 mm
Hold Path Class = input port to output port
detailed placement HPWL = 13.19 mm
worst-margin pin slew = 0.8670 ns
Setup Fix Bufs, Post-CTS = 0
routed via count = 5,674
post-placement cell area = 0.006683 mm²
RSZ-0062 raised after global routing = false
Die H = 126.3 µm
Adder Area Share = 1.620%
DRT Pass-1 Iters = 5
PortBufs = 37
Top cells by area = xnor2_1 (19%), nand2_1 (8.8%), xor2_1 (6.8%)
syn_area_per_cell = 7.339 µm²
Core ar. = 0.01515 mm²
drc violations = 0
Util after Layout = 44.12%
Post-Route WL = 17.06 mm
xor/xnor share = 44.99%
Initial DRC Count = 349
post-layout period usage of the worst path = 83.34%
mapped cell area = 0.006180 mm²
chip area in the Yosys report = 0.006180 mm²
comb area leader = XOR/XNOR gates
Core Rows = 45
Worst slew margin = 42.08%
worst hold path depth = 5
drt wl/cell = 16.52 µm
initial antenna violation count = 0
met1 Use GR = 33.90%
mux frac, synth = 4.515%
Max Freq = 63.82 MHz
CP endpoint kind = output port
register area share after synthesis = 0%
Top cell area share = 18.99%
busiest grt layer = met2
area grow syn2layout = 8.139%
num ports = 37
tool warning count = 35
yosys simple share = 23.20%
Yosys Warn Count = 4
largest net degree at the start of global routing = 30
Antenna Nets Post-Route = 0
antenna cell count = 0
die width = 126.3 µm
max incr delay on CP = 0.80 ns
critical path class = input port to output port
Cell Type Count = 79
gpl congestion = 0.9296
share of layout cells above drive strength 1 = 10.41%
CLK BUF = 0
final tally of setup violations = 0
post-synthesis cell count from yosys = 842
Post-CTS Resized = 0
Fin. Hold Viols = 0
critical path peak fanout = 28
Floorplan Utilization = 40.80%
Worst Path Arrival = 11.91 ns
crit path max-delay cell type = clkdlybuf4s50_1
Total Routing Usage GR = 22.14%
final setup TNS = 0 ns
number of global-route vias before repair = 5,212
Remaining Overflow, GRT = 0
Max Cap Viol = 0
Compound Share, Synth = 20.37%
met2 usage = 35.10%
Vias/cell = 5.493
Yosys top cell by area = xnor2_1
Period minus WS final = 15.67 ns
design area = 0.006683 mm²
flip-flops = 0
grt met3 use = 1.031%
CP Launch Type = input port
most common library cells after synthesis = nand2_1 (145), xnor2_1 (134), nor2_1 (65)
hold bufs inserted after CTS = 0
Worst EP required = 15.04 ns
die area = 0.01595 mm²
hold wc startpoint = op
==> cell type report <==
class | instances | area (µm²)
Timing Repair Buffer | 59 | 535.5
Tap cell | 188 | 235.2
Multi-Input combinational cell | 770 | 5852
Fill cell | 1513 | 8463
Inverter | 16 | 60.06
==> cells in the final DEF, fill, tap and decap left out, types with 6 or more instances in the layout <==
master / instances
nand2_1: 145
xnor2_1: 134
nor2_1: 65
xor2_1: 48
a21oi_1: 46
clkdlybuf4s50_1: 37
o21ai_0: 28
xnor2_2: 24
buf_4: 22
mux2i_1: 20
nor3_1: 19
xnor3_1: 18
nand3_1: 17
nand2b_1: 17
o22ai_1: 15
inv_1: 14
a22oi_1: 14
o211ai_1: 11
and2_1: 8
xor2_2: 8
a221oi_1: 8
a211oi_1: 8
ha_1: 8
mux2_2: 7
a32oi_1: 7
and3_1: 7
o221ai_1: 6
==> worst max path at each step <==
stage	startpoint	end	slack [ns]	cells past startpoint
6_report	A[9]	R[5]	3.13	25
5_1_grt	A[9]	R[6]	2.41	26
4_1_cts	A[9]	R[5]	3.18	25
==> logic make-up (layout without fill, tap and decap cells) <==
| group | count (synthesis) | count (layout) |
|---|---|---|
| AOI/OAI and AO/OA | 181 | 181 |
| xor gates and xnor gates | 242 | 242 |
| adders and majority gates | 8 | 8 |
| buffers and inverters | 72 | 75 |
| muxes | 27 | 27 |
| and+or+nand+nor | 312 | 312 |
==> worst max-delay path: cells and delay by family <==
kind	cells	cell delay, ns
fa+ha+maj	1	0.33
mux	1	0.34
xor+xnor	12	4.11
compound gates	4	1.00
buf+inv	5	2.02
simple gates	2	0.34
==> metal layers <==
layer / vias up / part of all wire [%]
li1: 2924 / -
met1: 2601 / 49
met2: 131 / 46
met3: 18 / 3.4
met4: 0 / 2.0
met5: - / 0
==> stage by stage <==
step | instances | setup WS, ns
finish | 1033 | 3.132
global route | 1033 | 2.412
CTS | 1033 | 3.176
detailed placement | 1033 | 3.196
global placement | 1033 | 3.297
floorplan | 842 | 5.374
